File: run.sh
#!/bin/bash
# OpenROAD 26Q1-2900-gdf79404cd8, Yosys 0.63+post, stock flow scripts
make -C /OpenROAD-flow-scripts/flow DESIGN_CONFIG=/design/flow/config.mk WORK_HOME=/design/flow/orfs finish
File: config.mk
export PLATFORM = sky130hd
export DESIGN_NAME = TerminalUART
export DESIGN_NICKNAME = TerminalUART
export VERILOG_FILES = /design/flow/design.v
export SDC_FILE = /design/flow/constraint.sdc
export NUM_CORES = 4
export LEC_CHECK = 1
export CORE_UTILIZATION = 50
File: constraint.sdc
current_design TerminalUART

set clk_period 3.0
set clk_io_pct 0.2

create_clock -name clk0 -period $clk_period [get_ports {clk}]

set non_clock_inputs [all_inputs -no_clocks]
set_input_delay [expr $clk_period * $clk_io_pct] -clock clk0 $non_clock_inputs
set_output_delay [expr $clk_period * $clk_io_pct] -clock clk0 [all_outputs]
File: design.v
`timescale 1ns / 1ps
module RXuart (
   input        i_Clock,
   input        i_Rx_Serial,
   output       o_Rx_DV,
   output [7:0] o_Rx_Byte
   );
  parameter CLKS_PER_BIT   = 87;
  parameter s_IDLE         = 3'b000;
  parameter s_RX_START_BIT = 3'b001;
  parameter s_RX_DATA_BITS = 3'b010;
  parameter s_RX_STOP_BIT  = 3'b011;
  parameter s_CLEANUP      = 3'b100;
  reg           r_Rx_Data_R = 1'b1;
  reg           r_Rx_Data   = 1'b1;
  reg [15:0]     r_Clock_Count = 0;
  reg [2:0]     r_Bit_Index   = 0;  
  reg [7:0]     r_Rx_Byte     = 0;
  reg           r_Rx_DV       = 0;
  reg [2:0]     r_SM_Main     = 0;
  always @(posedge i_Clock)
    begin
      r_Rx_Data_R <= i_Rx_Serial;
      r_Rx_Data   <= r_Rx_Data_R;
    end
  always @(posedge i_Clock)
    begin
      case (r_SM_Main)
        s_IDLE :
          begin
            r_Rx_DV       <= 1'b0;
            r_Clock_Count <= 0;
            r_Bit_Index   <= 0;
            if (r_Rx_Data == 1'b0)           
              r_SM_Main <= s_RX_START_BIT;
            else
              r_SM_Main <= s_IDLE;
          end
        s_RX_START_BIT :
          begin
            if (r_Clock_Count == (CLKS_PER_BIT-1)/2)
              begin
                if (r_Rx_Data == 1'b0)
                  begin
                    r_Clock_Count <= 0;   
                    r_SM_Main     <= s_RX_DATA_BITS;
                  end
                else
                  r_SM_Main <= s_IDLE;
              end
            else
              begin
                r_Clock_Count <= r_Clock_Count + 1;
                r_SM_Main     <= s_RX_START_BIT;
              end
          end  
        s_RX_DATA_BITS :
          begin
            if (r_Clock_Count < CLKS_PER_BIT-1)
              begin
                r_Clock_Count <= r_Clock_Count + 1;
                r_SM_Main     <= s_RX_DATA_BITS;
              end
            else
              begin
                r_Clock_Count          <= 0;
                r_Rx_Byte[r_Bit_Index] <= r_Rx_Data;
                if (r_Bit_Index < 7)
                  begin
                    r_Bit_Index <= r_Bit_Index + 1;
                    r_SM_Main   <= s_RX_DATA_BITS;
                  end
                else
                  begin
                    r_Bit_Index <= 0;
                    r_SM_Main   <= s_RX_STOP_BIT;
                  end
              end
          end  
        s_RX_STOP_BIT :
          begin
            if (r_Clock_Count < CLKS_PER_BIT-1)
              begin
                r_Clock_Count <= r_Clock_Count + 1;
                r_SM_Main     <= s_RX_STOP_BIT;
              end
            else
              begin
                r_Rx_DV       <= 1'b1;
                r_Clock_Count <= 0;
                r_SM_Main     <= s_CLEANUP;
              end
          end  
        s_CLEANUP :
          begin
            r_SM_Main <= s_IDLE;
            r_Rx_DV   <= 1'b0;
          end
        default :
          r_SM_Main <= s_IDLE;
      endcase
    end   
  assign o_Rx_DV   = r_Rx_DV;
  assign o_Rx_Byte = r_Rx_Byte;
endmodule  
`timescale 1ns / 1ps
module TXuart (
   input       i_Clock,
   input       i_Tx_DV,
   input [7:0] i_Tx_Byte, 
   output      o_Tx_Active,
   output    reg  o_Tx_Serial,
   output      o_Tx_Done
   );
  parameter CLKS_PER_BIT   = 87;
  parameter s_IDLE         = 3'b000;
  parameter s_TX_START_BIT = 3'b001;
  parameter s_TX_DATA_BITS = 3'b010;
  parameter s_TX_STOP_BIT  = 3'b011;
  parameter s_CLEANUP      = 3'b100;
  reg [2:0]    r_SM_Main     = 0;
  reg [15:0]    r_Clock_Count = 0;
  reg [2:0]    r_Bit_Index   = 0;
  reg [7:0]    r_Tx_Data     = 0;
  reg          r_Tx_Done     = 0;
  reg          r_Tx_Active   = 0;
  always @(posedge i_Clock)
    begin
      case (r_SM_Main)
        s_IDLE :
          begin
            o_Tx_Serial   <= 1'b1;          
            r_Tx_Done     <= 1'b0;
            r_Clock_Count <= 0;
            r_Bit_Index   <= 0;
            if (i_Tx_DV == 1'b1)
              begin
                r_Tx_Active <= 1'b1;
                r_Tx_Data   <= i_Tx_Byte;
                r_SM_Main   <= s_TX_START_BIT;
              end
            else
              r_SM_Main <= s_IDLE;
          end  
        s_TX_START_BIT :
          begin
            o_Tx_Serial <= 1'b0;
            if (r_Clock_Count < CLKS_PER_BIT-1)
              begin
                r_Clock_Count <= r_Clock_Count + 1;
                r_SM_Main     <= s_TX_START_BIT;
              end
            else
              begin
                r_Clock_Count <= 0;
                r_SM_Main     <= s_TX_DATA_BITS;
              end
          end  
        s_TX_DATA_BITS :
          begin
            o_Tx_Serial <= r_Tx_Data[r_Bit_Index];
            if (r_Clock_Count < CLKS_PER_BIT-1)
              begin
                r_Clock_Count <= r_Clock_Count + 1;
                r_SM_Main     <= s_TX_DATA_BITS;
              end
            else
              begin
                r_Clock_Count <= 0;
                if (r_Bit_Index < 7)
                  begin
                    r_Bit_Index <= r_Bit_Index + 1;
                    r_SM_Main   <= s_TX_DATA_BITS;
                  end
                else
                  begin
                    r_Bit_Index <= 0;
                    r_SM_Main   <= s_TX_STOP_BIT;
                  end
              end
          end  
        s_TX_STOP_BIT :
          begin
            o_Tx_Serial <= 1'b1;
            if (r_Clock_Count < CLKS_PER_BIT-1)
              begin
                r_Clock_Count <= r_Clock_Count + 1;
                r_SM_Main     <= s_TX_STOP_BIT;
              end
            else
              begin
                r_Tx_Done     <= 1'b1;
                r_Clock_Count <= 0;
                r_SM_Main     <= s_CLEANUP;
                r_Tx_Active   <= 1'b0;
              end
          end  
        s_CLEANUP :
          begin
            r_Tx_Done <= 1'b1;
            r_SM_Main <= s_IDLE;
          end
        default :
          r_SM_Main <= s_IDLE;
      endcase
    end
  assign o_Tx_Active = r_Tx_Active;
  assign o_Tx_Done   = r_Tx_Done;
endmodule
`timescale 1ns / 1ps
module TerminalUART(
    input clk,
    input rst,
    input chipSelect,
    input writeEnable,
    inout [7:0] data,
    input [1:0] address,
    input rx,
    output tx,
    output irq
);
    localparam CLKS_PER_BIT = 87;
    reg [7:0] data_out_buffer = 0;
    reg interrupt_enable = 0;
    reg [7:0] tx_byte_latch = 0;
    reg       tx_start = 0;
    wire      tx_busy;
    wire      tx_serial_out;
    wire [7:0] rx_byte_out;
    wire       rx_done_tick;
    reg [7:0]  rx_buffer = 0;
    reg        rx_data_valid = 0;
    wire addr_is_data    = (address == 2'b00);
    wire addr_is_status  = (address == 2'b01);
    wire addr_is_control = (address == 2'b10);
    assign data = (chipSelect && !writeEnable) ? data_out_buffer : 8'bz;
    reg write_handled = 0;
    always @(posedge clk) begin
        if (rst) begin
            tx_start <= 1'b0;
            tx_byte_latch <= 8'b0;
            interrupt_enable <= 1'b0;
            write_handled <= 1'b0;  
        end else begin
            tx_start <= 1'b0;
            if (chipSelect && writeEnable) begin
                if (!write_handled) begin
                    if (addr_is_data && !tx_busy) begin
                        tx_byte_latch <= data;
                        tx_start <= 1'b1; 
                        write_handled <= 1'b1;  
                    end
                    if (addr_is_control) begin
                        interrupt_enable <= data[0];
                        write_handled <= 1'b1;  
                    end
                end
            end else begin
                write_handled <= 1'b0;
            end
        end
    end
    always @(*) begin
        data_out_buffer = 8'b0;
        if (chipSelect && !writeEnable) begin
            if (addr_is_data) begin
                data_out_buffer = rx_buffer;
            end else if (addr_is_status) begin
                data_out_buffer = {6'b0, tx_busy, rx_data_valid};
            end
        end
    end
    always @(posedge clk) begin
        if (rst) begin
            rx_buffer <= 8'b0;
            rx_data_valid <= 1'b0;
        end else begin
            if (rx_done_tick) begin
                rx_buffer <= rx_byte_out;
                rx_data_valid <= 1'b1;
            end
            if (chipSelect && !writeEnable && addr_is_data) begin
                rx_data_valid <= 1'b0;
            end
        end
    end
    assign irq = rx_data_valid & interrupt_enable;
    assign tx = tx_serial_out;
    TXuart tx_inst (
        .i_Clock(clk),
        .i_Tx_DV(tx_start),         
        .i_Tx_Byte(tx_byte_latch),  
        .o_Tx_Active(tx_busy),      
        .o_Tx_Serial(tx_serial_out),
        .o_Tx_Done()                
    );
    RXuart rx_inst (
        .i_Clock(clk),
        .i_Rx_Serial(rx),
        .o_Rx_DV(rx_done_tick),     
        .o_Rx_Byte(rx_byte_out)
    );
endmodule
==> results.cfg <==
; yosys + openroad results
[cts]
htreeDepth = 3
clock_sinks = 85
holdBufCountCts = 0
cts_root_buf = clkbuf_8
post-cts-setup-buffers = 0
cts_buffer_depth = 2
cts_buffers = 9
post_cts_resized = 0

[synthesis]
ff_type = edfxtp_1
compound_area_share_pct = 9.09
xor_share_pct = 4.65
ys_sh_adder_pct = 2.22
synthesis.area_sq_um = 3950
ys_area_sq_um = 3950
avgSynthCellArea_sq_um = 11.5
yosysCellCount = 345
synthDistinctLibCells = 48
synthCells = 345
yosys_warnings = 4
ys_async_sr_fraction_pct = 0
yosys.stat.seqShare_pct = 57.5
simple_gate_share_pct = 17.1
edf_count = 57
synth.ff_latch_count = 85
synth.logic.top_family = simple AND/OR/NAND/NOR gates
mux_share_pct = 6.52

[floorplanning]
die_h_microns = 90.9
ios = 17
num_rows = 32
die_w_microns = 90.9
fp-utilization_pct = 51.4

[placed_design]
gp_congestion = 0.787
dp_hpwl_microns = 4310
numPortBuffers = 8
dp.cells = 453

[run_status]
stop_error = [error] [KeplerFormal.cpp:679] Workflow failed: Iso has multiple drivers: .data0, _261_.Y0
lastStage = 4_1_cts
status = stopped before the end
[cells by family after synthesis]
logic type	count (synthesis)
other	1
AND-OR/OR-AND	52
adder cells (fa/ha/maj)	7
AND/OR/NAND/NOR	129
buffers and inverters	27
flip-flops	85
multiplexers	23
XOR/XNOR	21
[Yosys cell counts, drive strengths merged, types with 8 or more instances]
master | instances | area (sq um)
edfxtp | 57 | 1710
dfxtp | 28 | 561
mux2i | 19 | 190
clkbuf | 10 | 37.5
nand3 | 14 | 82.6
xnor2 | 13 | 114
and2 | 9 | 56.3
inv | 13 | 48.8
nor2 | 46 | 173
nand2 | 16 | 62.6
o21ai | 15 | 75.1
a211oi | 16 | 120
xor2 | 8 | 70.1
[metrics by stage]
stage / instance area [sq um] / power (mW) / worst slack [ns]
floorplan: 3980 / 2.33 / 0.596
detailed placement: 4160 / 2.49 / 0.492
global placement: 4160 / 2.48 / 0.547
No activity file was given, so power comes from the tool's default toggle rates.
