<file path="flow/design.v">
`timescale 1ns / 1ps
module ClockController(
    input clk,           
    input rst,
    input [3:0] mode,    
    input step,          
    output reg enable    
);
    localparam MODE_STEP   = 3'b000;
    localparam MODE_10HZ   = 3'b001;
    localparam MODE_100HZ  = 3'b010;
    localparam MODE_1KHZ   = 3'b011;
    localparam MODE_10KHZ  = 3'b100;
    localparam MODE_100KHZ = 3'b101;
    localparam MODE_1MHZ   = 3'b110;
    localparam MODE_TURBO  = 3'b111;  
    reg [3:0] cnt_1m;
    wire tick_1m = (cnt_1m == 9);
    always @(posedge clk) if (rst || tick_1m) cnt_1m <= 0; else cnt_1m <= cnt_1m + 1;
    reg [3:0] cnt_100k;
    wire tick_100k = (cnt_100k == 9) && tick_1m;
    always @(posedge clk) if (rst) cnt_100k <= 0; else if (tick_1m) cnt_100k <= (tick_100k) ? 0 : cnt_100k + 1;
    reg [3:0] cnt_10k;
    wire tick_10k = (cnt_10k == 9) && tick_100k;
    always @(posedge clk) if (rst) cnt_10k <= 0; else if (tick_100k) cnt_10k <= (tick_10k) ? 0 : cnt_10k + 1;
    reg [3:0] cnt_1k;
    wire tick_1k = (cnt_1k == 9) && tick_10k;
    always @(posedge clk) if (rst) cnt_1k <= 0; else if (tick_10k) cnt_1k <= (tick_1k) ? 0 : cnt_1k + 1;
    reg [3:0] cnt_100;
    wire tick_100 = (cnt_100 == 9) && tick_1k;
    always @(posedge clk) if (rst) cnt_100 <= 0; else if (tick_1k) cnt_100 <= (tick_100) ? 0 : cnt_100 + 1;
    reg [3:0] cnt_10;
    wire tick_10 = (cnt_10 == 9) && tick_100;
    always @(posedge clk) if (rst) cnt_10 <= 0; else if (tick_100) cnt_10 <= (tick_10) ? 0 : cnt_10 + 1;
    reg step_prev;
    wire step_rise = step && !step_prev;
    always @(posedge clk) step_prev <= step;
    always @(posedge clk) begin
        if (rst) enable <= 0;
        else if (mode[3]) begin
            case (mode[2:0])
                MODE_10HZ:   enable <= tick_10;   
                MODE_100HZ:  enable <= tick_100;  
                MODE_1KHZ:   enable <= tick_1k;   
                MODE_10KHZ:  enable <= tick_10k;  
                MODE_100KHZ: enable <= tick_100k; 
                MODE_1MHZ:   enable <= tick_1m;   
                MODE_TURBO:  enable <= 1'b1;      
                default:     enable <= 0;
            endcase
        end else begin
            enable <= step_rise;
        end
    end
endmodule
</file>
<file path="flow/run.sh">
#!/bin/bash
# OpenROAD 26Q1-2900-gdf79404cd8, Yosys 0.63+post, stock flow scripts
make -C /OpenROAD-flow-scripts/flow DESIGN_CONFIG=/design/flow/config.mk WORK_HOME=/design/flow/orfs finish
</file>
<file path="flow/config.mk">
export PLATFORM = sky130hd
export DESIGN_NAME = ClockController
export DESIGN_NICKNAME = ClockController
export VERILOG_FILES = /design/flow/design.v
export SDC_FILE = /design/flow/constraint.sdc
export NUM_CORES = 4
export LEC_CHECK = 1
export CORE_AREA = 10 10 112 112
export DIE_AREA = 0 0 122 122
</file>
<file path="flow/constraint.sdc">
current_design ClockController

set clk_period 4.6
set clk_io_pct 0.2

create_clock -name clk0 -period $clk_period [get_ports {clk}]

set non_clock_inputs [all_inputs -no_clocks]
set_input_delay [expr $clk_period * $clk_io_pct] -clock clk0 $non_clock_inputs
set_output_delay [expr $clk_period * $clk_io_pct] -clock clk0 [all_outputs]
</file>
==> flow_summary.toml <==
# yosys + openroad results
[run_status]
status = "completed"

[setup_path]
ff2ff_path_depth = 5
startpoint = "enable"
startpoint_type = "flop"
critPathTopFamily = "buffers and inverters"
worst-path-stages = 1
r2r_end = "cnt_10[1]"
crit_arrival_ns = 1.10
setup.worst_path.class = "flop to primary output"
r2r_slack_ns = 2.70
worstPathMaxFanout = 1
endpoint_kind = "primary output"
slowest_delay_ns = 0.48
critical_path_buf_inv_count = 1
cp.required_ns = 3.68
path_cells = "clkdlybuf4s50_1"
cp_slowest_cell = "clkdlybuf4s50_1"
r2r_start = "cnt_10k[0]"

[timing]
setup_tns_ns = 0
hold_viol = 0
clock_skew_ns = 0.00179
layout_min_cycle_time_ns = 2.02
maxSlewHeadroom_pct = 63.3
rsz0062_at_grt = "no"
finalCritPeriodShare_pct = 44.0
whs_ns = 0.497
worst_pin_slew_ns = 0.546
drv_slew = 0
finalSetupViolations = 0
max_freq_ghz = 0.494

[worst_hold_path]
hold_path.class = "flop to flop"
hold_end = "cnt_100[3]"
hp-start = "cnt_100[3]"
min_path_cells = 2

[floorplan]
die_h_um = 122
rows = 37
core_area_um2 = 10200
die_w_um = 122
chipArea_um2 = 14900
ios = 8
fp_util_pct = 13.9

[clocking]
clockBufferDepth = 2
clk_pin_slew_ns = 0.09
cts_tree = "built"
postCtsSetupBuffers = 0
cts.sinks = 26
clockRootBuffer = "clkbuf_8"
ctsHoldBuffers = 0
h-tree-depth = 1
cts_resized = 0
cts_inserted_buffers = 3
worstSkewPairLatency_ns = 0.27

[grt]
globalRouteOverflowTotal = 0
grt_pass1_wl_um = 4910
grt_start_max_net_pins = 23
antenna_found_initial = 0
grt_pass1_vias = 1048
grt_usage_pct = 3.84

[flow_run]
warning_count = 31
max_cap_viol_count = 0

[logic_synthesis]
yosysTopAreaCell = "dfxtp_1"
synth_seq_share_pct = 36.7
synthArstFlopShare_pct = 0
ys_area_um2 = 1420
topCellsByArea = "dfxtp_1, ha_1, a21oi_1"
netlist_instances = 153
top_area_share_pct = 36.7
synth_flops = 26
yosys_warnings = 1
synth.cell_area_um2 = 1420
synth-main-ff-cell = "dfxtp_1"
ys_cells = 153
edf_count = 0
syn_avg_cell_area_um2 = 9.27
synth_cell_type_count = 38

[power]
swShare_pct = 20.8
leakage_nw = 0.642
internal_power_mw = 0.315
p_comb_share_pct = 5.3
total_power_mw = 0.398
power.switching_mw = 0.0826
ir_drop_mv = 0.103
p_per_area_nw_per_um2 = 236
seqPwrFrac_pct = 57.9
power.share.clock_pct = 36.8

[detailed_routing]
route.vias.total = 1082
dr.pass1.iters = 4
met1Wirelength_um = 1360
wl_met2_um = 1210
antenna_left = 0
antennaDiodeCount = 0
dr.max_layer_used = "met4"
vias_per_cell = 3.66
drc = 0
post_drt_wl_per_cell_um = 9.42
drt_iter0_markers = 71
wl_met3_um = 138
drt_wl_total_um = 2790

[placed_design]
dpl.hpwl_um = 2050
portBuffers = 7
gp_congestion = 0.769

[layout]
lay_top_count = "dfxtp_1"
fin_util_pct = 16.5
nFillCells = 1110
area_growth_pct = 19.0
layout-drive-gt1-share_pct = 8.13
final_layout_top_logic_cells = "dfxtp_1, a21oi_1, ha_1"
[state kept, by name, summed over array words and instances (netlist names)]
register,cells
cnt_100k,4
enable,1
cnt_1m,4
step_prev,1
cnt_10,4
cnt_100,4
cnt_1k,4
cnt_10k,4
[final cells by class]
cell class	count	area (µm²)	share of cell area (%)
flip-flops and latches	26	520	30.9
multi-input cells	114	833	49.4
well taps	136	170	10.1
clock buffers	4	55.1	3.26
repair buffers	8	77.6	4.60
inverters	8	30.0	1.78
[power by group through the flow]
stage / registers (mW) / logic [mW] / clock network, mW
5_1_grt: 0.231 / 0.0236 / 0.163
4_1_cts: 0.231 / 0.0215 / 0.154
6_report: 0.231 / 0.0211 / 0.146
[metrics by stage]
step | cell area [µm²] | cells | setup WS [ns]
after floorplan | 1420 | 153 | 2.98
after global placement | 1630 | 292 | 2.51
after detailed placement | 1630 | 292 | 2.53
after CTS | 1690 | 296 | 2.54
after global routing | 1690 | 296 | 2.52
final | 1690 | 296 | 2.58
[logic make-up (layout without fill, tap and decap cells)]
logic type,count (synthesis),in the layout,share of synthesized area [%]
AOI/OAI and AO/OA,33,33,15.0
buffers and inverters,13,20,4.50
adders and majority gates,12,12,10.6
and+or+nand+nor,62,62,28.9
DFF,26,26,36.7
xor gates and xnor gates,7,7,4.32
[synthesized netlist by cell type, types with 2 or more instances]
library cell and n:
dfxtp_1 26, a21oi_1 15, ha_1 12, nor2_1 10, nand2_1 9, nor3_1 9
inv_1 8, o21ai_0 7, nand3_1 5, or3_1 5, and3b_1 4, nand3b_1 4
xnor2_1 4, nand4_1 3, xor2_1 3, a21o_1 2, and2_1 2, buf_4 2
clkbuf_1 2, nand3b_4 2, or4_1 2
[worst max-delay path by stage]
stage	to	slack [ns]
final	enable	2.58
after global routing	enable	2.52
after CTS	enable	2.54
[worst register-to-register path, cell delays in order, from the launching register on]
cell and delay (ns):
dfxtp_1 0.43, ha_1 0.20, and3b_1 0.36, nand4_4 0.20, or4_1 0.51, a21oi_1 0.15
[layer usage]
metal	vias up	global-route usage [%]
met2	22	6.09
met4	0	1.04
met3	4	0.657
met5	-	0
li1	567	-
met1	489	5.28
