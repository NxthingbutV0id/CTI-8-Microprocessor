==> ./design.v <==
`timescale 1ns / 1ps
module ALU(
    input signed [7:0] A,
    input signed [7:0] B,
    input carryIn,
    input halfCarry,
    input [3:0] opcode,
    input outputEnable,
    output signed [7:0] result,
    output H,  
    output C,  
    output V   
);
    localparam  
        ALU_ADD  = 4'h0,  
        ALU_SUB  = 4'h1,  
        ALU_AND  = 4'h2,  
        ALU_OR   = 4'h3,  
        ALU_XOR  = 4'h4,  
        ALU_SHL  = 4'h5,  
        ALU_SHR  = 4'h6,  
        ALU_CLRB = 4'h7,  
        ALU_SETB = 4'h8,  
        ALU_INC  = 4'h9,  
        ALU_DEC  = 4'hA,  
        ALU_NOT  = 4'hB,  
        ALU_DAA  = 4'hC,  
        ALU_DAS  = 4'hD;  
    reg [8:0] temp;
    wire [4:0] nibbleSum = {1'b0, A[3:0]} + {1'b0, B[3:0]} + {4'b0, carryIn};
    wire [7:0] Bdec = (8'b1 << B[2:0]);
    always @(*) begin
        case (opcode)
            ALU_ADD:  temp = {1'b0, A} + {1'b0,  B} + {8'b0, carryIn};
            ALU_SUB:  temp = {1'b0, A} + {1'b0, ~B} + {8'b0, carryIn};
            ALU_AND:  temp = {1'b0, A & B};
            ALU_OR:   temp = {1'b0, A | B};
            ALU_XOR:  temp = {1'b0, A ^ B};
            ALU_SHR:  temp = {A[0], carryIn, A[7:1]};
            ALU_SHL:  temp = {A, carryIn};
            ALU_CLRB: temp = {1'b0, A & ~Bdec};
            ALU_SETB: temp = {1'b0, A | Bdec};
            ALU_INC:  temp = {1'b0, A} + 9'b000000001;
            ALU_NOT:  temp = {1'b0, ~A};
            ALU_DEC:  temp = {1'b0, A} + 9'b011111111;
            ALU_DAA: begin
                temp = {1'b0, A};
                if ((A[3:0] > 9) || halfCarry) temp = temp + 6;
                if ((A[7:4] > 9) || carryIn || (temp[7:4] > 9)) begin  
                    temp = temp + 9'h060;
                    temp[8] = 1'b1;  
                end
            end
            ALU_DAS: begin
                temp = {1'b0, A};
                if ((A[3:0] > 9) || !halfCarry) temp = temp - 6;
                if ((A[7:4] > 9) || !carryIn) begin
                    temp = temp - 9'h060;
                    temp[8] = 1'b0;  
                end
            end
            default:  temp = 0;
        endcase
    end
    assign C = temp[8];
    assign H = (opcode == ALU_ADD) ? nibbleSum[4] : (opcode == ALU_SUB) ? ~nibbleSum[4] : 0;
    assign V = (opcode == ALU_ADD || opcode == ALU_SUB) ? (A[7] ^ temp[7]) & (B[7] ^ temp[7]) : 0;
    assign result = (outputEnable) ? temp[7:0] : 8'hZZ;
endmodule
==> ./run.sh <==
#!/bin/bash
# OpenROAD 26Q1-2900-gdf79404cd8, Yosys 0.63+post, stock flow scripts
make -C /OpenROAD-flow-scripts/flow DESIGN_CONFIG=/design/flow/config.mk WORK_HOME=/design/flow/orfs finish
==> ./config.mk <==
export PLATFORM = sky130hd
export DESIGN_NAME = ALU
export DESIGN_NICKNAME = ALU
export VERILOG_FILES = /design/flow/design.v
export SDC_FILE = /design/flow/constraint.sdc
export NUM_CORES = 4
export LEC_CHECK = 1
export CORE_UTILIZATION = 40
==> ./constraint.sdc <==
current_design ALU

set clk_period 6.8
set clk_io_pct 0.2

create_clock -name clk0 -period $clk_period

set non_clock_inputs [all_inputs -no_clocks]
set_input_delay [expr $clk_period * $clk_io_pct] -clock clk0 $non_clock_inputs
set_output_delay [expr $clk_period * $clk_io_pct] -clock clk0 [all_outputs]
==> impl_metrics.sql <==
-- load yosys + openroad results
INSERT INTO impl_metrics (metric_group, metric, value, unit) VALUES
('synthesis', 'yosysChipArea', '2623', 'um^2'),
('drt', 'antenna_left', '0', ''),
('drt', 'top_signal_layer_used', 'met4', ''),
('synthesis', 'netlist-cell-type-count', '62', ''),
('layout', 'finish.instance_area', '3033', 'um^2'),
('drt', 'detailroute.via_count', '3252', ''),
('drt', 'detail_route.vias_per_cell', '6.389', ''),
('sta', 'timing_hold_violations_final', '0', ''),
('power', 'post-layout-total-power', '218.7', 'uW'),
('min_path', 'worst_hold_startpoint', 'B[7]', ''),
('drt', 'routed_wire_length_per_instance', '18.08', 'um'),
('sta', 'setup_ws', '0.2257', 'ns'),
('sta', 'slew_headroom', '39.40', '%'),
('synthesis', 'largest_area_cell', 'sky130_fd_sc_hd__ha_1', ''),
('sta', 'post-route-min-period', '6.574', 'ns'),
('drt', 'met3WireLength', '851', 'um'),
('clock_tree', 'cts_resized', '0', ''),
('synthesis', 'area_leaders', 'sky130_fd_sc_hd__ha_1 (12%), sky130_fd_sc_hd__a21oi_1 (8.0%), sky130_fd_sc_hd__nor2_1 (6.0%)', ''),
('grt', 'maximum_number_of_pins_on_one_net_before_global_route_repair', '36', ''),
('synthesis', 'synth.yosys.seq_area_share', '0', '%'),
('worst_setup_path', 'cp.buffers_inverters', '5', ''),
('worst_setup_path', 'critPathSlowestCell', 'sky130_fd_sc_hd__clkdlybuf4s50_1', ''),
('drt', 'drt_first_pass_iters', '23', ''),
('grt', 'globalRoute.totalOverflow', '0', ''),
('place', 'hpwl_reported_at_the_end_of_detailed_placement', '7.025', 'mm'),
('flow_run', 'drv.max_cap_violation_count', '0', ''),
('sta', 'worstMarginPinSlew', '0.9007', 'ns'),
('worst_setup_path', 'arrival_worst_endpoint', '5.21', 'ns'),
('power', 'worst_ir_drop_vdd', '0.03567', 'mV'),
('power', 'p_per_area', '72.12', 'nW/um^2'),
('worst_setup_path', 'critical_path.max_fanout', '16', ''),
('sta', 'grt_setup_unrepaired', 'false', ''),
('clock_tree', 'cts.hold.buffers_added', '0', ''),
('drt', 'wl_met1', '4.151', 'mm'),
('place', 'placed_area', '3033', 'um^2'),
('synthesis', 'synthesis.area', '2623', 'um^2'),
('flow_run', 'openroad.warnings', '43', ''),
('sta', 'max_freq', '0.1521', 'GHz'),
('drt', 'drt_first_iter_violations', '282', ''),
('clock_tree', 'post_cts_buffers', '0', ''),
('drt', 'met2_wirelength', '3.974', 'mm'),
('min_path', 'whs_path_depth', '4', ''),
('floorplan', 'die_width', '82.97', 'um'),
('worst_setup_path', 'start_kind', 'input port', ''),
('layout', 'post_route_cells_drive_above_1_share', '5.093', '%'),
('floorplan', 'die_area', '6884', 'um^2'),
('drt', 'route.detailed.drc', '0', ''),
('layout', 'register_area', '0', 'um^2'),
('floorplan', 'core-area', '6350', 'um^2'),
('floorplan', 'floorplan.core_util', '41.30', '%'),
('worst_setup_path', 'worst_path_dominant_cell_family', 'buffers and inverters', ''),
('sta', 'final_max_slew_viol_count', '0', ''),
('floorplan', 'std_cell_rows', '29', ''),
('worst_setup_path', 'crit_path_end_kind', 'primary output', ''),
('sta', 'setup_violations', '0', ''),
('synthesis', 'yosys-stat-cells', '415', ''),
('synthesis', 'synthesis.area_per_instance', '6.319', 'um^2'),
('layout', 'clockBufferCount', '0', ''),
('outcome', 'status', 'complete, no violations', ''),
('floorplan', 'chipHeight', '82.97', 'um'),
('synthesis', 'top_area_share', '12.40', '%'),
('floorplan', 'ios', '34', ''),
('worst_setup_path', 'cells_along_the_critical_path', 'clkdlybuf4s50_1 -> buf_4 -> inv_1 -> ha_1 -> nand3b_1 -> nor2_1 -> xor2_1 -> inv_1 -> ha_1 -> o311a_1 -> or4b_1 -> a221o_1 -> mux2i_1 -> clkdlybuf4s50_1', ''),
('sta', 'fin_crit_sh', '96.68', '%'),
('place', 'io_buffers', '33', ''),
('grt', 'first_global_vias', '2923', ''),
('grt', 'number_of_antenna_violations_at_the_first_check_in_global_routing', '0', ''),
('worst_setup_path', 'critical_path_cell_count', '14', ''),
('drt', 'n_antenna_cell', '0', ''),
('min_path', 'hold_class', 'in2out', ''),
('sta', 'fin_tns_setup', '0', 'ns');
-- worst min-delay path, cell delays in order --
cell and delay (ns):
sky130_fd_sc_hd__clkdlybuf4s50_1 0.45, sky130_fd_sc_hd__nand3_1 0.11, sky130_fd_sc_hd__mux2i_1 0.06, sky130_fd_sc_hd__clkdlybuf4s50_1 0.40
-- cell usage after synthesis (7+ instances only) --
cell	n
sky130_fd_sc_hd__a21oi_1	42
sky130_fd_sc_hd__nor2_1	42
sky130_fd_sc_hd__nand2_1	31
sky130_fd_sc_hd__o21ai_0	31
sky130_fd_sc_hd__ha_1	26
sky130_fd_sc_hd__clkbuf_1	23
sky130_fd_sc_hd__inv_1	23
sky130_fd_sc_hd__nand3_1	15
sky130_fd_sc_hd__a22oi_1	12
sky130_fd_sc_hd__nor3_1	12
sky130_fd_sc_hd__xnor2_1	11
sky130_fd_sc_hd__nand2b_1	10
sky130_fd_sc_hd__nor2b_1	10
sky130_fd_sc_hd__o22ai_1	7
-- worst max-delay path by stage --
stage                 start  end  slack [ns]
after CTS              A[1]    V        0.22
after global routing   A[1]    V        0.03
final                  A[1]    V        0.23
-- kinds of logic (layout without fill, tap and decap cells) --
family                   Yosys count  after routing  synth area share, %
adder cells (fa/ha/maj)           31             31                16.22
AND-OR/OR-AND                    151            151                37.45
multiplexers                       5              5                1.908
buffers and inverters             55             72                8.492
AND/OR/NAND/NOR                  156            156                30.25
XOR/XNOR                          17             17                5.677
-- metal layers --
| metal | up-vias | track usage [%] |
|---|---|---|
| met5 | - | 0 |
| met4 | 0 | 5.486 |
| met3 | 24 | 2.523 |
| met2 | 170 | 40.69 |
| met1 | 1477 | 41.74 |
| li1 | 1581 | - |
-- cell usage in the layout (no fill, tap or decap), drive strengths merged, types with 3 or more instances in the layout --
cell and count:
a21o 5, o211ai 5, fa 5, nor4 6, ha 26, nor2b 10
a21oi 42, mux2i 5, or4 3, nor4b 3, o21ai 31, nand4 3
nand2 31, o22ai 7, nor2 42, and2 3, a211oi 6, nor3b 5
o221ai 4, xnor2 11, clkdlybuf4s50 33, xor2 6, nand2b 10, inv 23
o21bai 4, or3 4, buf 16, nor3 12, nand3 15, or2 3
a22oi 12, a31oi 5
-- through the flow --
| stage | std cells | hold slack [ns] | utilization (%) |
|---|---|---|---|
| 2_1_floorplan | 415 | 2.816 | - |
| 3_3_place_gp | 509 | 3.725 | 47.76 |
| 3_5_place_dp | 509 | 3.720 | 47.76 |
| 4_1_cts | 509 | 3.732 | 47.76 |
| 5_1_grt | 509 | 3.785 | 47.76 |
| 6_report | 509 | 3.732 | 47.76 |
-- final cells by class --
type	instances	area (um^2)
timing repair buffer	49	450.4
multi-input combinational	360	2400
tap	77	96.34
fill	657	3317
inverter	23	86.33
-- where the power goes --
part | switching (uW) | internal (uW)
logic | 122 | 97.0
clock network | 0 | 0
registers | 0 | 0
No activity file was given, so power comes from the tool's default toggle rates.
